===== design/flow/run.sh =====
#!/bin/bash
# OpenROAD 26Q1-2900-gdf79404cd8, Yosys 0.63+post, stock flow scripts
make -C /OpenROAD-flow-scripts/flow DESIGN_CONFIG=/design/flow/config.mk WORK_HOME=/design/flow/orfs finish

===== design/flow/config.mk =====
export PLATFORM = sky130hd
export DESIGN_NAME = boundFlasher
export DESIGN_NICKNAME = boundFlasher
export VERILOG_FILES = /design/flow/design.v
export SDC_FILE = /design/flow/constraint.sdc
export NUM_CORES = 4
export LEC_CHECK = 1
export CORE_AREA = 10 10 102 102
export DIE_AREA = 0 0 112 112

===== design/flow/constraint.sdc =====
current_design boundFlasher

set clk_period 1.0
set clk_io_pct 0.2

create_clock -name clk0 -period $clk_period [get_ports {clk}]

set non_clock_inputs [all_inputs -no_clocks]
set_input_delay [expr $clk_period * $clk_io_pct] -clock clk0 $non_clock_inputs
set_output_delay [expr $clk_period * $clk_io_pct] -clock clk0 [all_outputs]

===== design/flow/design.v =====
module boundFlasher (flick, clk, rst, LEDs);
  input wire flick;
  input wire clk;
  input wire rst;
  output reg [15:0] LEDs;
  reg [2:0] state;
  reg [2:0] stateR;
  reg [15:0] ledTemp;
  reg flickFlag;
  always @(posedge clk or negedge rst) begin
    if (rst == 1'b0) begin
      LEDs <= 16'b0;
    end
    else begin
      LEDs <= ledTemp;
    end
  end
  always @(*) begin
    case(state)
		3'b000: begin
			ledTemp = 16'b0;
		end
		3'b001: begin
			if (LEDs[5] != 1) begin
				ledTemp = (LEDs << 1) | 1'b1;
			end
		end
		3'b010: begin
			if (LEDs[0] != 0) begin
				ledTemp = (LEDs >> 1);
			end
		end
		3'b011: begin
			if (LEDs[10] != 1) begin
				ledTemp = (LEDs << 1) | 1'b1;
			end
		end
		3'b100: begin
			if (LEDs[5] != 0) begin
				ledTemp = (LEDs >> 1);
			end
		end
		3'b101: begin
			if (LEDs[15] != 1) begin
				ledTemp = (LEDs << 1) | 1'b1;
			end
		end
		3'b110: begin
			if (LEDs[0] != 0) begin
				ledTemp = (LEDs >> 1);
			end
		end
		default: begin
			ledTemp = 16'b0;
		end
		endcase
  end
  always @(posedge clk or negedge rst) begin
    if (rst == 1'b0) begin
      stateR <= 3'b000;
    end
    else begin
      stateR <= state;
    end
  end
  always @(*) begin
    if (rst == 1'b0) begin
      flickFlag = 1'b0;
    end
    else if (flick == 1'b1 && stateR == 3'b011 && LEDs[5] == 1 && LEDs[6] == 0) begin
      flickFlag = 1'b1;
    end
    else if (flick == 1'b1 && stateR == 3'b011 && LEDs[10] == 1 && LEDs[11] == 0) begin
      flickFlag = 1'b1;
    end    
    else if (flick == 1'b1 && stateR == 3'b101 && LEDs[5] == 1 && LEDs[6] == 0) begin
      flickFlag = 1'b1;
    end 
    else if (flick == 1'b1 && stateR == 3'b101 && LEDs[10] == 1 && LEDs[11] == 0) begin
      flickFlag = 1'b1;
    end
    else begin
      flickFlag = 1'b0;
    end
  end
  always @(*) begin
    if (rst == 1'b0) begin
      state = 3'b000;
    end
    else begin
    case (stateR)
      3'b000: begin  
        if (flick == 1) begin
          state = 3'b001;
        end
      end
      3'b001: begin  
        if (LEDs[5] == 1) begin
          state = 3'b010;
        end
      end
      3'b010: begin	 
        if (LEDs[0] == 0) begin
          state = 3'b011;
        end
      end
      3'b011: begin  
        if (flickFlag == 1'b1) begin
          state = 3'b010;
        end 
        else if (LEDs[10] == 1 && flickFlag == 1'b0 && state != 3'b010) begin
          state = 3'b100;
        end
      end
      3'b100: begin	 
		  if (LEDs[5] == 0) begin
          state = 3'b101;
        end
      end
      3'b101: begin  
        if (flickFlag == 1'b1) begin
          state = 3'b100;
        end 
        else if (LEDs[15] == 1 && flickFlag == 1'b0) begin
			 state = 3'b110;
        end
      end
      3'b110: begin  
		  if (LEDs[0] == 0) begin
          state = 3'b000;
        end
      end
      default: state = 3'b000;
    endcase
    end
  end
endmodule

==> run notes <==
Summary of implementation figures.

Yosys
The number of distinct standard cells referenced by the synthesized netlist is 24. The post-synthesis async set-or-reset flop share is between 50% and 60%. The count of flip-flops with a built-in enable after synthesis is 0. The count of warnings emitted by yosys is 4. By count the netlist is led by dfrtp_1, dlxtn_1, o21ai_0, nand2_1, nand3_1.

The top cell type's share of synthesized area is between 30% and 40%. The dominant cell type by area after synthesis is dfrtp_1. For this design, Yosys synthesis ends with a cell count of 123. In this run the mean area of a mapped cell was 9.745 um^2. The predominant post-synthesis flop cell is dlxtn_1. The cell count after synthesis is 123. After synthesis, the cell types taking the most area are dfrtp_1, dlxtn_1, o21ai_0, nand3_1, nand2_1.

Counting flops and latches in the post-synthesis netlist gives 38. The chip area line in the Yosys stat output reads 1199 um^2. The area of the mapped netlist is 1199 um^2.

GRT
Entering global routing, the biggest net connects 37 pins. The global route stage reports its total congestion overflow as 0. The global-route wire length before repair is 5057 um. The number of global-route vias before repair came to slightly above 900. The initial antenna violation count is 0.

The overall fraction of global-route tracks in use is slightly below 5%.

Final timing
The share of the cycle needed by the critical path after routing is 97.74%. The final timing report derives a shortest allowable period of 0.9774 ns. The number of register pins that no clock reaches is 19. The count of final setup violators is 0. The final total negative setup slack is 0 ns. The timing-limited maximum frequency is slightly above 1 GHz. At the pin with the least slew margin, the transition time is 0.7305 ns. 38 endpoints have no timing constraint. Max-slew check failures listed in the final report amount to 0. Setup repair after global routing could not meet its margin everywhere. The final hold violation count is 0. The remaining max-slew budget at the tightest pin is 50.79%.

Finish
The ratio of cells with drive above 1 in the final layout is 29.27%. Between the synthesized netlist and the finished layout, the area growth was recorded as 37.68%.

Drt
Before antenna repair, the detailed router went through 4 iterations. The number of vias in the routed layout is 1010. The routed layout reports a DRC error count of 0.

The number of nets with antenna violations after routing is 0. The number of antenna repair diodes is 0. The number of vias per cell is 3.755. The first-iteration detailed-routing DRC count is 104. The final routed wirelength across all metal layers is 3085 um.

In the final routed layout, each cell accounts on average for 11.47 um.

Pwr
In this run the static leakage power is 0.7736 nW. Total power for the finished layout comes to 1.416 mW. The power per cell area is 858.2 nW/um^2. The worst VDD IR drop from the latest analysis is 0.4471 mV.

Floorplan
From left edge to right edge, the die measures approximately 110 um. The total I/O pin count is 19. The area of the die is 12540 um^2. The floorplan has 33 rows.

The die is 112 um tall. The floorplan-stage core utilization is 14.59%. Per the OpenROAD floorplan log, the area of the core is 8217 um^2.

Flow run
Across all stage logs, warnings added up to 27. Per the run summary, max-cap violations total 0.

Clock network
The clock tree root buffer cell is clkbuf_8. The number of buffers inserted during clock tree synthesis is 3. TritonCTS built the clock tree. In this run the number of H-tree levels came out at 1. The post-CTS hold buffer count recorded in the log is 0.

The clock edge transition at the registers on the reported setup and hold paths is 0.08 ns. The maximum buffer depth of the clock tree is 2.

Critical path
In the setup report, the worst path falls into the class reg -> out. The dominant delay contributor by cell family on the critical path is flip-flops. The worst setup path is captured at an output port. The required time of the critical path is 0.80 ns.

The highest fanout seen on the critical path is 3. The slowest cell on the critical path is dfrtp_1. The largest stage delay on the critical path is 0.39 ns.

The timing report notes that buffer and inverter cells on the critical path total 1. STA classifies the critical path startpoint as a flip-flop. Per STA, the worst path is made up of buf_2. The arrival time at the worst endpoint is 0.78 ns.

Outcome
The run finished with clean final reports.

Placement
In the placement report, post-DP HPWL is listed as 2190 um. The congestion estimate from routability-driven global placement came to 0.7258. The number of I/O port buffers is 18.

Min path
The type of the worst min-delay path is in -> async.
power by group:
| group | internal, mW | total, mW | switching (mW) |
|---|---|---|---|
| combinational | 0.0269 | 0.0668 | 0.0399 |
| sequential | 0.784 | 0.789 | 0.00506 |
| clock | 0.278 | 0.561 | 0.283 |
state kept, by name, indices dropped and copies added (netlist names):
signal	flops
ledTemp	16
state	3
stateR	3
LEDs	16
layout make-up:
class	instances	area (um^2)
multi-input cells	77	404.1
clock inverters	1	5.005
repair buffers	43	300.3
flip-flops and latches	38	760.7
fillers	861	6566
inverters	2	7.507
clock buffers	3	41.29
well taps	105	131.4
what timing repair did:
item / CTS / global route
gates resized: 51 / 0
setup endpoints to repair: 16 / 10
setup buffers: 4 / 3
pin swaps: 0 / 0
gates cloned: 0 / 0
worst max-delay path by stage:
stage / startpoint / to / slack, ns / cells after the start
CTS: LEDs[10] / LEDs[10] / -0.003 / 1
global route: LEDs[10] / LEDs[10] / -0.03 / 1
finish: LEDs[14] / LEDs[14] / 0.02 / 1
layout by cell type (no fill, tap or decap), drive strengths merged:
cell type | synthesis | final
a2111oi | 1 | 1
a211oi | 1 | 1
a21oi | 3 | 3
a31o | 1 | 1
a31oi | 1 | 1
and2b | 1 | 1
and3 | 1 | 1
buf | 3 | 41
clkbuf | 3 | 3
clkdlybuf4s50 | 0 | 2
clkinv | 0 | 1
dfrtp | 19 | 19
dlxtn | 19 | 19
inv | 2 | 2
nand2 | 17 | 17
nand2b | 3 | 3
nand3 | 17 | 17
nand3b | 2 | 2
nor2 | 2 | 2
nor2b | 3 | 3
o21ai | 20 | 20
o221ai | 1 | 1
o2bb2ai | 1 | 1
o31ai | 1 | 1
or2 | 1 | 1
routing by layer:
metal	global-route usage (%)	routed length, um	part of all wire (%)	up-vias
met5	0	0	0	-
met4	0.4230	25	0.81	0
met3	2.009	247	8.0	2
met2	7.032	1304	42	25
met1	7.046	1507	49	476
li1	-	-	-	507
per-stage QoR:
step	instance area, um^2	instances	util, %	hold slack [ns]	setup WS (ns)
4_1_cts	1628	266	19.81	0.2889	-0.002867
6_report	1650	269	20.09	0.2906	0.02256
5_1_grt	1650	269	20.09	0.3013	-0.02700
3_3_place_gp	1632	258	19.86	0.5668	-0.04215
3_5_place_dp	1632	258	19.86	0.5663	-0.04205
2_1_floorplan	1199	123	-	-0.09559	0.4146
logic make-up after synthesis:
| family | after synthesis | synth area share [%] |
|---|---|---|
| latches | 19 | 23.80 |
| compound gates | 30 | 14.61 |
| flops | 19 | 39.67 |
| buf+inv | 8 | 2.818 |
| simple gates | 47 | 19.10 |
No activity file was given, so power comes from the tool's default toggle rates.
